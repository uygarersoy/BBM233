==> flow/design.v <==
module jkff (
    input J,      
    input K,      
    input CLK,    
    input RESET,  
    output reg Q  
);
    always @(posedge CLK or posedge RESET) begin
        if (RESET) begin
            Q <= 1'b0;
        end 
        else begin
            if (J && !K) begin
                Q <= 1'b1;
            end
            else if (!J && K) begin
                Q <= 1'b0;
            end
            else if (J && K) begin
                Q <= ~Q;
            end
            else begin
                Q <= Q;
            end
        end
    end
endmodule
module machine_jk(
    input wire x,
    input wire CLK,
    input wire RESET,
    output wire F,
    output wire [2:0] S
);
    wire a, b, c, d;
    and(a, S[1], ~x);
    and(b, ~S[2], ~x);
    nand(c, S[2], S[2]);
    nand(d, x, x);
    jkff flip_flop_A(.J(a), .K(c), .CLK(CLK), .RESET(RESET), .Q(S[2]));
    jkff flip_flop_B(.J(d), .K(b), .CLK(CLK), .RESET(RESET), .Q(S[1]));
    jkff flip_flop_C(.J(x), .K(x), .CLK(CLK), .RESET(RESET), .Q(S[0]));
    and(F, S[2] & S[1] & ~S[0]);
endmodule
==> flow/run.sh <==
#!/bin/bash
# OpenROAD 26Q1-2900-gdf79404cd8, Yosys 0.63+post, stock flow scripts
make -C /OpenROAD-flow-scripts/flow DESIGN_CONFIG=/design/flow/config.mk WORK_HOME=/design/flow/orfs finish
==> flow/config.mk <==
export PLATFORM = sky130hd
export DESIGN_NAME = machine_jk
export DESIGN_NICKNAME = machine_jk
export VERILOG_FILES = /design/flow/design.v
export SDC_FILE = /design/flow/constraint.sdc
export NUM_CORES = 4
export LEC_CHECK = 1
export CORE_AREA = 10 10 70 70
export DIE_AREA = 0 0 80 80
==> flow/constraint.sdc <==
current_design machine_jk

set clk_period 1.0
set clk_io_pct 0.2

create_clock -name clk0 -period $clk_period [get_ports {CLK}]

set non_clock_inputs [all_inputs -no_clocks]
set_input_delay [expr $clk_period * $clk_io_pct] -clock clk0 $non_clock_inputs
set_output_delay [expr $clk_period * $clk_io_pct] -clock clk0 [all_outputs]
==> results.json <==
{
  "postSynthSeqShare_pct": 53.1,
  "top_logic_kind": "buffers and inverters",
  "worstSkewPairLatency_ps": 230,
  "dr.pass1.iters": 2,
  "critical_path_class": "reg -> out",
  "setup_viol_count_final": 3,
  "drcViolationCount": 0,
  "finalClockSkew_ps": 0.790,
  "tritoncts": "built",
  "max_vdd_drop_mv": 0.257,
  "htreeDepth": 1,
  "mux_share_pct": 0,
  "fill_cells": 400,
  "data_arrival_time_at_the_worst_slack_endpoint_ps": 930,
  "synth_xor_xnor_area_share_pct": 6.19,
  "tritoncts.num_buffers": 3,
  "synth_compound_gate_area_share_pct": 8.85,
  "cellPowerDensity_nw_per_um2": 1430,
  "synth_simple_gate_area_share_pct": 10.6,
  "timing.setup.tns_ps": -201,
  "die_y_um": 80,
  "chipWidth_um": 80,
  "synth.lib_cells_used.distinct": 9,
  "cp_max_fo": 2,
  "synthesis.yosys.warnings": 1,
  "yosys_area_sq_um": 141,
  "netlist_area_sq_um": 141,
  "grt-ovfl-total": 0,
  "ant_nets": 0,
  "slew_headroom_pct": 87.7,
  "drive_above_1_share_pct": 57.1,
  "transition_time_of_the_tightest_slew_check_pin_ps": 184,
  "path_clk_slew_ps": 40,
  "placement.setup.worst_slack_ps": -180,
  "log.warning_count": 27,
  "achievable-frequency_mhz": 888,
  "synthToLayoutAreaGrowth_pct": 136,
  "finalCriticalPeriod_ps": 1130,
  "drt_iter0_markers": 8,
  "cts_buffer_depth": 2,
  "violations": "setup timing",
  "synthesis.area_per_instance_sq_um": 10.1,
  "first_global_vias": 198,
  "finalHoldWorstSlack_ps": 136,
  "route.vias.total": 137,
  "dp_cells": 66,
  "adders_majority_by_area_pct": 0,
  "max_cap_viols": 0,
  "hold_class": "in -> async",
  "lay_top_count": "sky130_fd_sc_hd__buf_6",
  "placement.io_buffers": 6,
  "grt_usage_pct": 1.69,
  "min_period_over_period_pct": 113,
  "cp-start-kind": "flip-flop",
  "initCoreUtil_pct": 4.14,
  "crit_end_category": "output pin",
  "final_hold_violations": 0,
  "timing.final.ws_setup_ps": -126,
  "p_leak_nw": 0.149,
  "final_cells": 74,
  "chip_area_sq_um": 6400,
  "routed_wire_length_per_instance_um": 6.43,
  "yosysCellCount": 14,
  "final_cell_mix": "sky130_fd_sc_hd__buf_6 (7), sky130_fd_sc_hd__clkbuf_4 (3), sky130_fd_sc_hd__dfrtp_1 (3)",
  "cts.hold.buffers_added": 0,
  "grt_max_degree": 5,
  "gp_congestion": 0.670,
  "maxSlewViolCount": 0,
  "num_rows": 21,
  "coreArea_sq_um": 3420,
  "outcome": "complete, but fails checks",
  "grt_antenna_before_repair": 0,
  "vias_per_cell": 1.85,
  "synth-seq-cells": 3,
  "critical_path_required_time_ps": 800,
  "grt_first_pass_wirelength_um": 772,
  "ios": 7,
  "drt_wl_total_um": 476,
  "grt_setup_unrepaired": "yes",
  "netlist_instances": 14,
  "cts_sinks": 3,
  "detail_route.antenna_diodes": 0,
  "final_core_util_pct": 9.78,
  "cts.root.buffer_cell": "sky130_fd_sc_hd__clkbuf_4"
}
kinds of logic (layout without fill, tap and decap cells):
| group | Yosys count | count (layout) |
|---|---|---|
| buffers and inverters | 5 | 19 |
| DFF | 3 | 3 |
| and+or+nand+nor | 3 | 3 |
| AOI/OAI and AO/OA | 2 | 2 |
| xor gates and xnor gates | 1 | 1 |
cell usage after synthesis (all sizes together):
cell type	count	area (sq um)
inv	2	7.51
a21oi	1	5.00
xor2	1	8.76
o21bai	1	7.51
nand2	1	3.75
nor2	1	3.75
nor3b	1	7.51
dfrtp	3	75.1
buf	3	22.5
where the power goes:
group          internal (W)  switching, W  total, W
Combinational     0.0000712     0.0000354  0.000107
Sequential         0.000143     0.0000152  0.000158
Clock              0.000150     0.0000630  0.000213
layer usage:
metal / track usage, % / wire length [um]
met1: 0.934 / 138
met2: 2.57 / 201
met3: 2.61 / 136
met4: 0.704 / 0
met5: 0 / 0
metrics by stage:
stage	area [sq um]	power, W
global placement	259	0.000300
detailed placement	259	0.000308
floorplan	141	0.000203
global route	334	0.000510
CTS	353	0.000518
finish	334	0.000478
path summary, 6_finish.rpt:
kind	endpoint	cells past startpoint	start	slack, ps
setup / recovery	F	4	flip_flop_B.Q$_DFFE_PP0P_	-130
max in group asynchronous	flip_flop_A.Q$_DFFE_PP0P_	2	RESET	730
hold reg to reg	flip_flop_C.Q$_DFFE_PP0P_	2	flip_flop_C.Q$_DFFE_PP0P_	580
hold / removal	flip_flop_B.Q$_DFFE_PP0P_	2	RESET	140
min in group clk0	flip_flop_C.Q$_DFFE_PP0P_	2	flip_flop_C.Q$_DFFE_PP0P_	580
setup reg to reg	flip_flop_B.Q$_DFFE_PP0P_	4	flip_flop_B.Q$_DFFE_PP0P_	30
critical path, cell delays in order, from the launching register on:
cell and delay [ps]:
sky130_fd_sc_hd__dfrtp_1 390, sky130_fd_sc_hd__buf_6 120, sky130_fd_sc_hd__nand2_2 50, sky130_fd_sc_hd__nor2_1 30, sky130_fd_sc_hd__buf_2 100
sequential cells by signal (all words and copies together), names as in the netlist:
signal and count:
flip_flop_A.Q 1, flip_flop_B.Q 1, flip_flop_C.Q 1
what timing repair did:
action | 4_1_cts | 5_1_grt
setup endpoints to repair | 4 | 5
gates resized | 20 | 2
buffers inserted | 7 | 0
pin swaps | 1 | 3
final cells by class:
class	count	area [sq um]	area share (%)
clock buffer	4	26.3	7.87
sequential	3	75.1	22.5
multi-input combinational	6	43.8	13.1
tap	46	57.6	17.2
inverter	2	7.51	2.25
timing repair buffer	13	124	37.1
Power and IR drop assume default switching activity.
