--- design/flow/config.mk ---
export PLATFORM = sky130hd
export DESIGN_NAME = machine_d
export DESIGN_NICKNAME = machine_d
export VERILOG_FILES = /design/flow/design.v
export SDC_FILE = /design/flow/constraint.sdc
export NUM_CORES = 4
export LEC_CHECK = 1
export CORE_AREA = 10 10 70 70
export DIE_AREA = 0 0 80 80
--- design/flow/constraint.sdc ---
current_design machine_d

set clk_period 1.4
set clk_io_pct 0.2

create_clock -name clk0 -period $clk_period [get_ports {CLK}]

set non_clock_inputs [all_inputs -no_clocks]
set_input_delay [expr $clk_period * $clk_io_pct] -clock clk0 $non_clock_inputs
set_output_delay [expr $clk_period * $clk_io_pct] -clock clk0 [all_outputs]
--- design/flow/design.v ---
module dff (
    input D,      
    input CLK,    
    input RESET,  
    output reg Q  
);
    always @(posedge CLK or posedge RESET) begin
        if (RESET) begin
            Q <= 1'b0;
        end 
        else begin
            Q <= D;
        end
    end
endmodule
module machine_d(
    input wire x,
    input wire CLK,
    input wire RESET,
    output wire F,
    output wire [2:0] S
);
    wire A, B, C;
    or(A, S[2], S[1] & ~x);
    or(B, S[1] & x, ~S[1] & ~x, S[2] & S[1]);
    or(C, ~S[0] & x, S[0] & ~x);
    dff flip_flop_A(.D(A), .CLK(CLK), .RESET(RESET), .Q(S[2]));
    dff flip_flop_B(.D(B), .CLK(CLK), .RESET(RESET), .Q(S[1]));
    dff flip_flop_C(.D(C), .CLK(CLK), .RESET(RESET), .Q(S[0]));
    and(F, S[2] & S[1] & ~S[0]);
endmodule
--- design/flow/run.sh ---
#!/bin/bash
# OpenROAD 26Q1-2900-gdf79404cd8, Yosys 0.63+post, stock flow scripts
make -C /OpenROAD-flow-scripts/flow DESIGN_CONFIG=/design/flow/config.mk WORK_HOME=/design/flow/orfs finish
==> out/metrics.cfg <==
[setup_path]
worstSetupPathType=reg -> out
max_incr_delay_on_cp_ns=0.48
cp_max_fo=4
cpMaxStageDelayCell=sky130_fd_sc_hd__clkdlybuf4s50_1
crit_path_end_kind=output pin
crit_chain=clkdlybuf4s50_1
timing.critical_path.arrival_ns=1.07
critical_path_buf_inv_count=1
crit_required_ns=1.12
cell_family_with_most_cp_delay=buffers and inverters
critPathLaunchType=flip-flop

[floorplanning]
core_area_um2=3420
die_w_um=80
core_util_floorplan=0.0440
chipArea_um2=6400
floorplan.io_pins=7
core.rowCount=21
dieHeight_um=80

[clocking]
cts.htree.levels=1
cts_tree=built
clock_tree.root_cell=sky130_fd_sc_hd__clkbuf_4
ctsLongestPathBuffers=2
worst_skew_pair.late_latency_ns=0.23
numClockSinks=3
cts_hold_buf=0
cts_made_buffers=3
clk_transition_reported_paths_ns=0.04

[logic_synthesis]
syn-mean-instance-area_um2=11.5
top_area_frac=0.500
edf_count=0
synth_warnings=1
synth.top_cells.by_area=sky130_fd_sc_hd__dfrtp_1 50%, sky130_fd_sc_hd__buf_4 15%, sky130_fd_sc_hd__ha_1 8.3%
mappedNetlistArea_um2=150
synth.top_cells.by_count=3 x sky130_fd_sc_hd__buf_4, 3 x sky130_fd_sc_hd__dfrtp_1, 2 x sky130_fd_sc_hd__inv_1
synth-async-reset-ratio=1.00
ys_seq_share=0.500
synthCells=13
synth_area_leader=sky130_fd_sc_hd__dfrtp_1
ys.flop_type=sky130_fd_sc_hd__dfrtp_1
synth.distinct_cells=8
synth-area-yosys_um2=150
ys_seq_elements=3
cells_in_synth_stat_txt=13

[timing]
setup-tns-final_ns=0
setup_viol_count_final=0
report.final.hold_viol_count=0
finalMaxSlewViolations=0
final.min_clock_period_ns=1.35
fmax_mhz=739
post-route-period-util=0.967
fin_skew_ns=0.000764
slew_headroom=0.925
worst_slew_pin_slew_ns=0.113
hold-worst-slack_ns=0.221

[final_layout]
area.combinational_um2=45.0
seqCellArea_um2=75.1
area_growth_pct=100
fraction_of_final_layout_cells_sized_beyond_drive_strength_1=0.333
fillCellCount=406

[detailed_routing]
antenna_violating_nets_post_route=0
antennaDiodeCount=0
drt_first_pass_iters=2
drc_errors=0
route.vias.total=114
post_drt_via_cell_ratio=1.63
routedWlPerCell_um=5.50
number_of_design_rule_violations_left_by_the_first_detailed_router_iteration=1
drt-total-wl_um=385

[worst_hold_path]
timing.hold.worst.class=in -> async

[status]
status=completed

[pwr]
power.ir.vdd_worst_mv=0.124
pwr_density_cell_nw_per_um2=1130
power.static_leakage_nw=0.117

[global_route]
number_of_global_route_vias_before_repair=139
gr-usage-all-layers=0.0125
grt_max_degree=5
grt_overflow=0
antenna_found_initial=0
grt_pass1_wl_um=565

[job]
max_cap_violation_count=0
log.warning_count=25

[placement]
place.gp.congestion=0.678
portBuffers=6

==> worst paths after layout <==
kind,from,end,slack [ns],depth (start not counted)
max reg2reg,flip_flop_B.Q,flip_flop_B.Q,0.32,3
max in group asynchronous,RESET,flip_flop_C.Q,1.06,2
min in group clk0,flip_flop_C.Q,flip_flop_C.Q,0.48,1
max,flip_flop_A.Q,S[2],0.05,1
min reg2reg,flip_flop_C.Q,flip_flop_C.Q,0.48,1
min,RESET,flip_flop_B.Q,0.22,2
==> flip-flops by register name (all words and copies together), names as in the netlist <==
signal / flops
flip_flop_C.Q: 1
flip_flop_B.Q: 1
flip_flop_A.Q: 1
==> area by class of cell <==
class                           instances  area share
Tap cell                               46       0.192
Timing Repair Buffer                   10       0.296
Sequential cell                         3       0.250
Inverter                                2      0.0250
Clock buffer                            4      0.0875
Multi-Input combinational cell          5       0.150
==> per-layer routing <==
metal | up-vias | wire, µm | track usage
li1 | 59 | - | -
met1 | 48 | 181 | 0.0140
met2 | 7 | 120 | 0.0112
met3 | 0 | 83 | 0.0170
met4 | 0 | 0 | 0.00704
met5 | - | 0 | 0
==> logic make-up (layout without fill, tap and decap cells) <==
kind of cell | count (synthesis) | after routing | share of synthesized area
AOI/OAI and AO/OA | 1 | 1 | 0.0583
DFF | 3 | 3 | 0.500
and+or+nand+nor | 2 | 2 | 0.100
buffers and inverters | 5 | 16 | 0.200
adders and majority gates | 1 | 1 | 0.0833
xor gates and xnor gates | 1 | 1 | 0.0583
==> report_power, final <==
group	internal, W	switching (W)
sequential	0.000102	0.0000129
combinational	0.0000607	0.0000126
clock	0.000107	0.0000432
==> cells in the final DEF (no fill, tap or decap) <==
cell	synthesis	routed
sky130_fd_sc_hd__clkdlybuf4s50_1	0	5
sky130_fd_sc_hd__buf_4	3	4
sky130_fd_sc_hd__clkbuf_4	0	3
sky130_fd_sc_hd__dfrtp_1	3	3
sky130_fd_sc_hd__inv_1	2	2
sky130_fd_sc_hd__a21o_2	1	1
sky130_fd_sc_hd__xor2_1	1	1
sky130_fd_sc_hd__and3b_1	1	1
sky130_fd_sc_hd__or2_1	1	1
sky130_fd_sc_hd__ha_1	1	1
sky130_fd_sc_hd__clkbuf_1	0	1
sky130_fd_sc_hd__dlygate4sd2_1	0	1
==> through the flow <==
stage	util	cell area (µm²)	std cells	power, W	setup WS (ns)
after detailed placement	0.0762	260	64	0.000227	-0.0191
final	0.0879	300	70	0.000338	0.0468
after floorplan	-	150	13	0.000152	0.467
after global routing	0.0879	300	70	0.000363	-0.00541
after CTS	0.0813	278	67	0.000354	0.00739
after global placement	0.0762	260	64	0.000224	-0.0205
==> timing repair <==
| action | in CTS | in global routing |
|---|---|---|
| buffers inserted | 0 | 3 |
| gates resized | 1 | 0 |
| setup endpoints to repair | 2 | 2 |
Power is estimated from default activity; no workload was simulated.
